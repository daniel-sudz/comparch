### design/flow/config.mk
export PLATFORM = sky130hd
export DESIGN_NAME = sra
export DESIGN_NICKNAME = sra
export VERILOG_FILES = /design/flow/design.v
export SDC_FILE = /design/flow/constraint.sdc
export NUM_CORES = 4
export LEC_CHECK = 1
export CORE_AREA = 10 10 109 109
export DIE_AREA = 0 0 119 119
### design/flow/constraint.sdc
current_design sra

set clk_period 3.6
set clk_io_pct 0.2

create_clock -name clk0 -period $clk_period

set non_clock_inputs [all_inputs -no_clocks]
set_input_delay [expr $clk_period * $clk_io_pct] -clock clk0 $non_clock_inputs
set_output_delay [expr $clk_period * $clk_io_pct] -clock clk0 [all_outputs]
### design/flow/design.v
`timescale 1ns/1ps
`default_nettype none
module mux16(in0, in1, in2, in3, in4, in5, in6, in7, in8, in9, in10, in11, in12, in13, in14, in15, s, out);
    parameter  N = 32;
    input wire [N-1:0] in0, in1, in2, in3, in4, in5, in6, in7, in8, in9, in10, in11, in12, in13, in14, in15;
    input wire [3:0] s;
    output logic [N-1:0] out;
    logic [N-1:0] block_1_out ;
    mux8 #(N) block_1(in0, in2, in4, in6, in8, in10, in12, in14, s[3:1], block_1_out);
    logic [N-1:0] block_2_out ;
    mux8 #(N) block_2(in1, in3, in5, in7, in9, in11, in13, in15, s[3:1], block_2_out);
    mux2 #(N) block_3(block_1_out, block_2_out, s[0], out);
endmodule
`timescale 1ns/1ps
`default_nettype none
module mux2(in0, in1, s, out);
    parameter  N = 32;
    input wire [N-1:0] in0, in1; 
    input wire s;
    output logic [N-1:0] out;
    assign out = s ? in1 : in0;
endmodule
`timescale 1ns/1ps
`default_nettype none
module mux32(in0, in1, in2, in3, in4, in5, in6, in7, in8, in9, in10, in11, in12, in13, in14, in15, in16, in17, in18, in19, in20, in21, in22, in23, in24, in25, in26, in27, in28, in29, in30, in31, s, out);
    parameter  N = 32;
    input wire [N-1:0] in0, in1, in2, in3, in4, in5, in6, in7, in8, in9, in10, in11, in12, in13, in14, in15, in16, in17, in18, in19, in20, in21, in22, in23, in24, in25, in26, in27, in28, in29, in30, in31;
    input wire [4:0] s;
    output logic [N-1:0] out;
    logic [N-1:0] block_1_out ;
    mux16 #(N) block_1(in0, in2, in4, in6, in8, in10, in12, in14, in16, in18, in20, in22, in24, in26, in28, in30, s[4:1], block_1_out);
    logic [N-1:0] block_2_out ;
    mux16 #(N) block_2(in1, in3, in5, in7, in9, in11, in13, in15, in17, in19, in21, in23, in25, in27, in29, in31, s[4:1], block_2_out);
    mux2 #(N) block_3(block_1_out, block_2_out, s[0], out);
endmodule
`timescale 1ns/1ps
`default_nettype none
module mux4(in0, in1, in2, in3, s, out);
    parameter  N = 32;
    input wire [N-1:0] in0, in1, in2, in3;
    input wire [1:0] s;
    output logic [N-1:0] out;
    logic [N-1:0] block_1_out ;
    mux2 #(N) block_1(in0, in2, s[1], block_1_out);
    logic [N-1:0] block_2_out ;
    mux2 #(N) block_2(in1, in3, s[1], block_2_out);
    logic [N-1:0] block_3_out ;
    mux2 #(N) block_3(block_1_out, block_2_out, s[0], out);
endmodule
`timescale 1ns/1ps
`default_nettype none
module mux8(in0, in1, in2, in3, in4, in5, in6, in7, s, out);
    parameter  N = 32;
    input wire [N-1:0] in0, in1, in2, in3, in4, in5, in6, in7;
    input wire [2:0] s;
    output logic [N-1:0] out;
    logic [N-1:0] block_1_out ;
    mux4 #(N) block_1(in0, in2, in4, in6, s[2:1], block_1_out);
    logic [N-1:0] block_2_out ;
    mux4 #(N) block_2(in1, in3, in5, in7, s[2:1], block_2_out);
    mux2 #(N) block_3(block_1_out, block_2_out, s[0], out );
endmodule
`timescale 1ns/1ps
`default_nettype none
module sra(in, shamt, out);
    parameter N=32;
    input wire [N-1:0] in;
    input wire [$clog2(N)-1:0] shamt;
    output wire [N-1:0] out;
    mux32 mux32_shift_selector(
        .in0(in),
        .in1({{(1){in[N-1]}}, in[N-1: 1]}),
        .in2({{(2){in[N-1]}}, in[N-1: 2]}),
        .in3({{(3){in[N-1]}}, in[N-1: 3]}),
        .in4({{(4){in[N-1]}}, in[N-1: 4]}),
        .in5({{(5){in[N-1]}}, in[N-1: 5]}),
        .in6({{(6){in[N-1]}}, in[N-1: 6]}),
        .in7({{(7){in[N-1]}}, in[N-1: 7]}),
        .in8({{(8){in[N-1]}}, in[N-1: 8]}),
        .in9({{(9){in[N-1]}}, in[N-1: 9]}),
        .in10({{(10){in[N-1]}}, in[N-1: 10]}),
        .in11({{(11){in[N-1]}}, in[N-1: 11]}),
        .in12({{(12){in[N-1]}}, in[N-1: 12]}),
        .in13({{(13){in[N-1]}}, in[N-1: 13]}),
        .in14({{(14){in[N-1]}}, in[N-1: 14]}),
        .in15({{(15){in[N-1]}}, in[N-1: 15]}),
        .in16({{(16){in[N-1]}}, in[N-1: 16]}),
        .in17({{(17){in[N-1]}}, in[N-1: 17]}),
        .in18({{(18){in[N-1]}}, in[N-1: 18]}),
        .in19({{(19){in[N-1]}}, in[N-1: 19]}),
        .in20({{(20){in[N-1]}}, in[N-1: 20]}),
        .in21({{(21){in[N-1]}}, in[N-1: 21]}),
        .in22({{(22){in[N-1]}}, in[N-1: 22]}),
        .in23({{(23){in[N-1]}}, in[N-1: 23]}),
        .in24({{(24){in[N-1]}}, in[N-1: 24]}),
        .in25({{(25){in[N-1]}}, in[N-1: 25]}),
        .in26({{(26){in[N-1]}}, in[N-1: 26]}),
        .in27({{(27){in[N-1]}}, in[N-1: 27]}),
        .in28({{(28){in[N-1]}}, in[N-1: 28]}),
        .in29({{(29){in[N-1]}}, in[N-1: 29]}),
        .in30({{(30){in[N-1]}}, in[N-1: 30]}),
        .in31({{(31){in[N-1]}}, in[N-1: 31]}),
        .s(shamt),
        .out(out)
    );
endmodule
### design/flow/run.sh
#!/bin/bash
# OpenROAD 26Q1-2900-gdf79404cd8, Yosys 0.63+post, stock flow scripts
make -C /OpenROAD-flow-scripts/flow DESIGN_CONFIG=/design/flow/config.mk WORK_HOME=/design/flow/orfs finish
==> changes_impl.md <==
### Physical design

- P per Cell Area: 152 mW/mm²
- Final TNS setup: 0 ns
- Num ports: approximately 70
- Yosys Warn Count: 0
- Leak Pwr: about 0.0015 µW
- Gate power share: around 100%
- Netlist cell types: 52
- Combinational gate area: 0.00212 mm²
- Synth area leader: mux2i_1
- Slowest cell on the critical path: mux4_2
- Maximum vdd drop: just over 0.05 mV
- Gpl congestion: ~1.0
- Storage cell area: 0 µm²
- WP data arrival: ~2.8 ns
- Filler cell count: a little over 1000
- Ant diodes: 0
- Period Utilization, post-route: 98.5%
- Buffers & Inverters on Critical Path: 4
- Unrepaired setup endpoints after global routing: yes
- Syn_area_per_cell: between 7 and 8 µm²
- Hold WC Path Type: in2out
- Global route overflow: 0
- Tmin final: between 3 and 4 ns
- Syn Std Cell Area: 0.00222 mm²
- Die Ht: 119 µm
- Drt wl/cell: 17.9 µm
- Final Hold Vio Count: 0
- Port bufs: between 60 and 70
- Global-route wire length before repair: between 15 and 20 mm
- DP HPWL: between 8 and 9 mm
- Die width: 119 µm
- CP cell instances: dlygate4sd2_1, bufbuf_16, or2_4, buf_4, o22ai_4, a31oi_4, mux4_2, clkdlybuf4s50_1
- CLK BUF: 0
- DR iter-0 viols: 195
- WP depth: 8
- Min-Delay Startpoint: in[31]
- Residual DRC count: 0
- GRT Util Overall: 13.7%
- MaxCap Viol Count: 0
- FP Rows: 36
- DR vias/cell: 5.16
- CP Launch Point: shamt[1]
- Top cells by area, synth: mux2i_1 15%, mux2_2 8.6%, mux4_2 8.1%
- Setup Crit Path Kind: in2out
- Largest net degree at the start of global routing: 25
- Fp util: 23.0%
- Vias in the first global route: slightly below 3000
- Layout cell share with drive strength beyond 1: between 30% and 40%
- Layout area overhead: 67.3%
- CP delay by family, top: buffers and inverters
- Initial antenna violation count: 0
- # setup viols final: 0
- DR pass1 iterations: 4
- Startpoint types: primary input
- CP max FO: 5
- Sw Share: around 44%
- Die area: about 0.014 mm²
- Worst EP required: 2.88 ns
- Yosys stat chip area: approximately 0.0022 mm²
- Slew headroom: roughly 64%
- Largest type area fraction: between 15 and 20%
- F_max: about 0.28 GHz
- Crit-path max cell delay: between 0.4 and 0.5 ns
- Setup crit end: out[9]
- Synth Instances: a little over 300
- Yosys cell count: approximately 300
- Seq Cell Count: 0
- Internal power: between 300 and 400 µW
- Tool warning count: 33
- Run status: complete, no violations
- Net Switching: 245 µW
- Crit. End Element: output port
- Clock power frac: 0%
- Total wire length: 10.0 mm
- Max-slew violations: 0
- Tightest Pin Transition: roughly 0.53 ns
- Core Area: 0.00964 mm²
- Core Util, Final: between 30 and 40%
- Sequential power share: 0%
- Vias: 2892
- Antenna Nets Post-Route: 0
- Seq/Total Area, Yosys: 0%
==> layout by cell type (no fill, tap or decap), types with 11 or more instances in the layout <==
| master | instances |
|---|---|
| a21oi_1 | 15 |
| buf_4 | 74 |
| clkdlybuf4s50_1 | 60 |
| mux2_2 | 15 |
| mux2i_1 | 30 |
| nand2_1 | 29 |
| nand2b_1 | 12 |
| nor2_1 | 26 |
| o21ai_0 | 11 |
| o22ai_1 | 12 |
==> synthesized netlist by cell type (4+ instances only) <==
master    number
nor3_1         6
buf_2         13
o21ai_1        5
mux2_4         4
inv_1          7
buf_6          6
nand2_1       29
a21o_1         4
o22ai_1       13
a211oi_1       5
o21ai_0       14
nand3_1        9
a22oi_1       10
mux4_2         8
nand2b_1      13
o211ai_1       7
mux2_2        17
a21oi_1       15
mux2i_1       34
clkbuf_1       4
nor2_1        28
nor2b_1        7
==> cells by family (layout without fill, tap and decap cells) <==
logic type | after synthesis | in the layout | share of synthesized area, %
AOI/OAI and AO/OA | 99 | 99 | 32.2
buffers and inverters | 34 | 158 | 8.86
muxes | 65 | 65 | 36.1
and+or+nand+nor | 106 | 106 | 22.9
==> worst min path at each step <==
stage / to / slack, ns / depth (start not counted)
CTS: out[31] / 2.25 / 2
global route: out[31] / 2.29 / 2
finish: out[31] / 2.26 / 2
==> power groups by stage <==
stage         sequential, µW  combinational, µW  clock (µW)
finish                     0                562           0
global route               0                609           0
CTS                        0                547           0
==> through the flow <==
stage	instance area (µm²)	cells	hold slack (ns)	setup slack (ns)	power, µW
2_1_floorplan	2220	304	1.51	0.952	247
3_3_place_gp	3540	558	2.51	-0.181	538
3_5_place_dp	3540	558	2.52	-0.195	536
4_1_cts	3610	561	2.25	0.0331	547
5_1_grt	3710	561	2.29	-0.0220	609
6_report	3710	561	2.26	0.0526	562
==> layout make-up <==
| type | instances | share of cell area (%) |
|---|---|---|
| Multi-Input combinational cell | 270 | 57.2 |
| Tap cell | 133 | 4.49 |
| Timing Repair Buffer | 151 | 37.5 |
| Inverter | 7 | 0.809 |
==> metal layers <==
layer  vias to the layer above  GRT usage, %  share of wire, %
li1                       1416             -                 -
met1                      1375          19.0                46
met2                        89          22.3                47
met3                        12          2.11               5.4
met4                         0          2.52               1.7
met5                         -             0                 0
==> timing repair <==
action                                  CTS  global route
pin swaps                                 1             4
resized                                  14            25
buffers inserted                          2             0
cloned                                    1             0
endpoints found under the setup margin   27            20
hold buffers                              0             0
Power is estimated from default activity; no workload was simulated.
