**design/flow/config.mk**
```make
export PLATFORM = sky130hd
export DESIGN_NAME = srl
export DESIGN_NICKNAME = srl
export VERILOG_FILES = /design/flow/design.v
export SDC_FILE = /design/flow/constraint.sdc
export NUM_CORES = 4
export LEC_CHECK = 1
export CORE_UTILIZATION = 30
```
**design/flow/constraint.sdc**
```tcl
current_design srl

set clk_period 4.2
set clk_io_pct 0.2

create_clock -name clk0 -period $clk_period

set non_clock_inputs [all_inputs -no_clocks]
set_input_delay [expr $clk_period * $clk_io_pct] -clock clk0 $non_clock_inputs
set_output_delay [expr $clk_period * $clk_io_pct] -clock clk0 [all_outputs]
```
**design/flow/design.v**
```verilog
`timescale 1ns/1ps
`default_nettype none
module mux16(in0, in1, in2, in3, in4, in5, in6, in7, in8, in9, in10, in11, in12, in13, in14, in15, s, out);
    parameter  N = 32;
    input wire [N-1:0] in0, in1, in2, in3, in4, in5, in6, in7, in8, in9, in10, in11, in12, in13, in14, in15;
    input wire [3:0] s;
    output logic [N-1:0] out;
    logic [N-1:0] block_1_out ;
    mux8 #(N) block_1(in0, in2, in4, in6, in8, in10, in12, in14, s[3:1], block_1_out);
    logic [N-1:0] block_2_out ;
    mux8 #(N) block_2(in1, in3, in5, in7, in9, in11, in13, in15, s[3:1], block_2_out);
    mux2 #(N) block_3(block_1_out, block_2_out, s[0], out);
endmodule
`timescale 1ns/1ps
`default_nettype none
module mux2(in0, in1, s, out);
    parameter  N = 32;
    input wire [N-1:0] in0, in1; 
    input wire s;
    output logic [N-1:0] out;
    assign out = s ? in1 : in0;
endmodule
`timescale 1ns/1ps
`default_nettype none
module mux32(in0, in1, in2, in3, in4, in5, in6, in7, in8, in9, in10, in11, in12, in13, in14, in15, in16, in17, in18, in19, in20, in21, in22, in23, in24, in25, in26, in27, in28, in29, in30, in31, s, out);
    parameter  N = 32;
    input wire [N-1:0] in0, in1, in2, in3, in4, in5, in6, in7, in8, in9, in10, in11, in12, in13, in14, in15, in16, in17, in18, in19, in20, in21, in22, in23, in24, in25, in26, in27, in28, in29, in30, in31;
    input wire [4:0] s;
    output logic [N-1:0] out;
    logic [N-1:0] block_1_out ;
    mux16 #(N) block_1(in0, in2, in4, in6, in8, in10, in12, in14, in16, in18, in20, in22, in24, in26, in28, in30, s[4:1], block_1_out);
    logic [N-1:0] block_2_out ;
    mux16 #(N) block_2(in1, in3, in5, in7, in9, in11, in13, in15, in17, in19, in21, in23, in25, in27, in29, in31, s[4:1], block_2_out);
    mux2 #(N) block_3(block_1_out, block_2_out, s[0], out);
endmodule
`timescale 1ns/1ps
`default_nettype none
module mux4(in0, in1, in2, in3, s, out);
    parameter  N = 32;
    input wire [N-1:0] in0, in1, in2, in3;
    input wire [1:0] s;
    output logic [N-1:0] out;
    logic [N-1:0] block_1_out ;
    mux2 #(N) block_1(in0, in2, s[1], block_1_out);
    logic [N-1:0] block_2_out ;
    mux2 #(N) block_2(in1, in3, s[1], block_2_out);
    logic [N-1:0] block_3_out ;
    mux2 #(N) block_3(block_1_out, block_2_out, s[0], out);
endmodule
`timescale 1ns/1ps
`default_nettype none
module mux8(in0, in1, in2, in3, in4, in5, in6, in7, s, out);
    parameter  N = 32;
    input wire [N-1:0] in0, in1, in2, in3, in4, in5, in6, in7;
    input wire [2:0] s;
    output logic [N-1:0] out;
    logic [N-1:0] block_1_out ;
    mux4 #(N) block_1(in0, in2, in4, in6, s[2:1], block_1_out);
    logic [N-1:0] block_2_out ;
    mux4 #(N) block_2(in1, in3, in5, in7, s[2:1], block_2_out);
    mux2 #(N) block_3(block_1_out, block_2_out, s[0], out );
endmodule
`timescale 1ns/1ps
`default_nettype none
module srl(in, shamt, out);
    parameter N=32;
    input wire [N-1:0] in;
    input wire [$clog2(N)-1:0] shamt;
    output wire [N-1:0] out;
    mux32 mux32_shift_selector(
        .in0({{0{1'b0}}, in[N-1: 0]}),
        .in1({{1{1'b0}}, in[N-1: 1]}),
        .in2({{2{1'b0}}, in[N-1: 2]}),
        .in3({{3{1'b0}}, in[N-1: 3]}),
        .in4({{4{1'b0}}, in[N-1: 4]}),
        .in5({{5{1'b0}}, in[N-1: 5]}),
        .in6({{6{1'b0}}, in[N-1: 6]}),
        .in7({{7{1'b0}}, in[N-1: 7]}),
        .in8({{8{1'b0}}, in[N-1: 8]}),
        .in9({{9{1'b0}}, in[N-1: 9]}),
        .in10({{10{1'b0}}, in[N-1: 10]}),
        .in11({{11{1'b0}}, in[N-1: 11]}),
        .in12({{12{1'b0}}, in[N-1: 12]}),
        .in13({{13{1'b0}}, in[N-1: 13]}),
        .in14({{14{1'b0}}, in[N-1: 14]}),
        .in15({{15{1'b0}}, in[N-1: 15]}),
        .in16({{16{1'b0}}, in[N-1: 16]}),
        .in17({{17{1'b0}}, in[N-1: 17]}),
        .in18({{18{1'b0}}, in[N-1: 18]}),
        .in19({{19{1'b0}}, in[N-1: 19]}),
        .in20({{20{1'b0}}, in[N-1: 20]}),
        .in21({{21{1'b0}}, in[N-1: 21]}),
        .in22({{22{1'b0}}, in[N-1: 22]}),
        .in23({{23{1'b0}}, in[N-1: 23]}),
        .in24({{24{1'b0}}, in[N-1: 24]}),
        .in25({{25{1'b0}}, in[N-1: 25]}),
        .in26({{26{1'b0}}, in[N-1: 26]}),
        .in27({{27{1'b0}}, in[N-1: 27]}),
        .in28({{28{1'b0}}, in[N-1: 28]}),
        .in29({{29{1'b0}}, in[N-1: 29]}),
        .in30({{30{1'b0}}, in[N-1: 30]}),
        .in31({{31{1'b0}}, in[N-1: 31]}),
        .s(shamt),
        .out(out)
    );
endmodule
```
**design/flow/run.sh**
```bash
#!/bin/bash
# OpenROAD 26Q1-2900-gdf79404cd8, Yosys 0.63+post, stock flow scripts
make -C /OpenROAD-flow-scripts/flow DESIGN_CONFIG=/design/flow/config.mk WORK_HOME=/design/flow/orfs finish
```
==> summary.rpt <==
==== FLOW RESULTS ====
----------------------------------------------------
[Layout]
  Sequential cell area ........................ 0 sq um
  Area growth from synthesis to layout ........................ 42.43%
  Fin cells ........................ 384
  Clock buffer instance count of the final layout ........................ 0
  Ratio of cells with drive above 1 in the final layout ........................ 0.2280
  Final sequential cell count ........................ 0
  Summed area of non-filler cells in the final layout ........................ 2873 sq um

[Flow run]
  Count of warning messages emitted by the tools ........................ 32
  Maximum Capacitance Violations ........................ 0

[Logic synthesis]
  Leading area contributor after synthesis ........................ sky130_fd_sc_hd__mux4_2
  Synthesized area divided by synthesized cell count ........................ 8.404 sq um
  Synth top cells by count ........................ sky130_fd_sc_hd__nand2_1, sky130_fd_sc_hd__mux2i_1, sky130_fd_sc_hd__mux4_2, sky130_fd_sc_hd__mux2_2, sky130_fd_sc_hd__nor2_1
  Number of cell instances after yosys synthesis ........................ 240
  Yosys stat area ........................ 2017 sq um
  Post-Synthesis Cells ........................ 240
  Unique masters post-synth ........................ 48
  Syn. warnings ........................ 0
  Cell types with the largest area share after synthesis ........................ sky130_fd_sc_hd__mux4_2, sky130_fd_sc_hd__mux2_2, sky130_fd_sc_hd__mux2i_1
  Top-area cell share ........................ 0.2345
  Syn Std Cell Area ........................ 2017 sq um
  Sequential area share after synthesis ........................ 0
  Yosys top cell by instances ........................ sky130_fd_sc_hd__nand2_1

[Die]
  Die width ........................ 84.00 um
  Die height ........................ 84.00 um
  Core box area ........................ 6422 sq um
  Init Core Util ........................ 0.3140
  Overall chip area ........................ 7055 sq um
  Io pins ........................ 69
  Floorplan row count ........................ 29

[Final timing]
  Worst slew margin relative to its limit ........................ 0.6572
  Final worst setup slack ........................ 0.1285 ns
  Clock period minus worst slack ........................ 4.072 ns
  Accumulated negative setup slack ........................ 0 ns
  Highest clock frequency the design can meet ........................ 245.6 MHz
  Actual transition at the worst max-transition pin ........................ 0.5123 ns
  Unrepaired setup endpoints after global routing ........................ false
  Max-slew violation count ........................ 0
  Share of the clock period used by the worst path after layout ........................ 0.9694
  Final count of negative-setup-slack endpoints ........................ 0
  Final hold vios ........................ 0

[Global routing]
  Most heavily used metal layer in global routing ........................ met2
  Met1 global-route usage ........................ 0.3080
  Met2 Usage GRT ........................ 0.3443
  Remaining Overflow, GRT ........................ 0
  Vias in the first global route ........................ 2193
  Initial antenna violation count ........................ 0
  Maximum number of pins on one net before global-route repair ........................ 35
  GRT met3 Usage ........................ 0.02309
  First-pass GRT wire length ........................ 11.63 mm
  GRT Util Overall ........................ 0.2105

[Detailed routing]
  Number of vias per cell ........................ 5.977
  Count of unresolved DRC violations after routing ........................ 12
  Iteration count of the initial detailed-routing pass ........................ 47
  Final routed wirelength across all metal layers ........................ 7.227 mm
  Wire length per cell after detailed routing ........................ 18.82 um
  Antenna Violating Nets Remaining ........................ 0
  Initial DRC count ........................ 161
  ANT cells ........................ 0
  Via count ........................ 2295

[Setup path]
  Largest fanout on the critical path ........................ 7
  Arrival @ worst endpoint ........................ 3.23 ns
  Element type at the critical path end ........................ output port
  Cell Chain, Critical Path ........................ clkdlybuf4s50_1 -> mux4_2 -> mux2_2 -> mux2_2 -> a221o_1 -> clkdlybuf4s50_1
  Cell type group with the largest total delay on the critical path ........................ multiplexers
  Slowest CP cell ........................ sky130_fd_sc_hd__clkdlybuf4s50_1
  Maximum single-stage delay on the critical path ........................ 0.55 ns
  Buffer and inverter count on the worst path ........................ 2
  Startpoint class of the critical path ........................ primary input
  Type of the worst setup path ........................ primary input to output port
  Endpoint required time on the critical path ........................ 3.36 ns

[Power]
  Fraction of power consumed by sequential logic ........................ 0
  Share of total power in the clock network ........................ 0
  LEAKAGE ........................ 1.122 nW
  Power density cells ........................ 123.8 nW/um^2
  Power spent charging and discharging nets ........................ 0.1524 mW
  VDD IR max ........................ 0.05216 mV
  PnR Total Power ........................ 0.3556 mW
  Net switching fraction of the power ........................ 0.4285
  Combinational share of power ........................ 1.000
  Cell Int Power ........................ 0.2032 mW

[Outcome]
  Failing checks ........................ DRC
  Run status ........................ complete, but fails checks

[Min path]
  Worst min path class ........................ primary input to output port

[Clock tree]
  Post-CTS setup buffer count ........................ 0
  Count of cells resized by post-cts repair ........................ 0
  Number of buffers inserted by hold repair at cts ........................ 0

[Placement]
  Placed cells ........................ 384
  HPWL after detailed placement ........................ 5.768 mm
  Placer congestion estimate ........................ 0.9861
  Cell area reported after detailed placement ........................ 2867 sq um
  Post-placement worst setup slack ........................ 0.1408 ns
  Number of buffers inserted by port buffering ........................ 69

----------------------------------------------------
## stage by stage
step	hold slack, ns	util
floorplan	1.821	-
global placement	2.741	0.4463
detailed placement	2.734	0.4463
CTS	2.739	0.4463
global route	2.801	0.4473
finish	2.725	0.4473
## kinds of logic after synthesis
logic type,Yosys count,share of synthesized area
AND/OR/NAND/NOR,75,0.1756
AND-OR/OR-AND,64,0.2326
buffers and inverters,29,0.07629
multiplexers,72,0.5155
## path summary, 6_finish.rpt
path,cells past startpoint,from,slack [ns],end
worst max-delay path,6,in[29],0.13,out[0]
worst min-delay path,6,shamt[3],2.72,out[21]
## power by group through the flow
stage	clock (mW)	sequential, mW	combinational [mW]
CTS	0	0	0.352
global route	0	0	0.383
finish	0	0	0.356
## final cells by class
type                       count  area (sq um)
fill                         607          3550
inverter                       5         18.77
multi-input combinational    211          1869
tap                           77         96.34
timing repair buffer          91         888.4
## cells in the final DEF, fill, tap and decap left out, types with 2 or more instances in the layout
| cell type | Yosys | layout |
|---|---|---|
| sky130_fd_sc_hd__o211a_1 | 3 | 3 |
| sky130_fd_sc_hd__inv_1 | 4 | 4 |
| sky130_fd_sc_hd__mux2_4 | 5 | 5 |
| sky130_fd_sc_hd__o22a_1 | 2 | 2 |
| sky130_fd_sc_hd__clkdlybuf4s50_1 | 0 | 68 |
| sky130_fd_sc_hd__nor2b_1 | 11 | 11 |
| sky130_fd_sc_hd__a222oi_1 | 2 | 2 |
| sky130_fd_sc_hd__mux2i_1 | 21 | 21 |
| sky130_fd_sc_hd__o21ai_0 | 5 | 5 |
| sky130_fd_sc_hd__nand3_1 | 5 | 5 |
| sky130_fd_sc_hd__o221ai_1 | 2 | 2 |
| sky130_fd_sc_hd__o22ai_1 | 11 | 11 |
| sky130_fd_sc_hd__nand2_1 | 26 | 26 |
| sky130_fd_sc_hd__a22oi_1 | 4 | 4 |
| sky130_fd_sc_hd__nor2_1 | 17 | 17 |
| sky130_fd_sc_hd__mux2_2 | 19 | 19 |
| sky130_fd_sc_hd__nor3_1 | 5 | 5 |
| sky130_fd_sc_hd__o2bb2ai_1 | 2 | 2 |
| sky130_fd_sc_hd__a31oi_1 | 2 | 2 |
| sky130_fd_sc_hd__buf_12 | 0 | 3 |
| sky130_fd_sc_hd__a211oi_1 | 6 | 6 |
| sky130_fd_sc_hd__a22o_1 | 4 | 4 |
| sky130_fd_sc_hd__a21oi_1 | 6 | 6 |
| sky130_fd_sc_hd__mux4_2 | 21 | 21 |
| sky130_fd_sc_hd__a21o_1 | 3 | 3 |
| sky130_fd_sc_hd__mux2_1 | 6 | 6 |
| sky130_fd_sc_hd__o211ai_1 | 4 | 4 |
| sky130_fd_sc_hd__nand2b_1 | 2 | 2 |
| sky130_fd_sc_hd__buf_4 | 3 | 19 |
| sky130_fd_sc_hd__nand3b_1 | 3 | 3 |
## routing by layer
| metal | routed length (um) | up-vias |
|---|---|---|
| met1 | 3200 | 1080 |
| met5 | 0 | - |
| met4 | 114 | 0 |
| li1 | - | 1087 |
| met2 | 3400 | 120 |
| met3 | 511 | 8 |
No activity file was given, so power comes from the tool's default toggle rates.
